`/design/flow/run.sh`:
```
#!/bin/bash
# OpenROAD 26Q1-2900-gdf79404cd8, Yosys 0.63+post, stock flow scripts
make -C /OpenROAD-flow-scripts/flow DESIGN_CONFIG=/design/flow/config.mk WORK_HOME=/design/flow/orfs finish
```
`/design/flow/config.mk`:
```
export PLATFORM = sky130hd
export DESIGN_NAME = mealy
export DESIGN_NICKNAME = mealy
export VERILOG_FILES = /design/flow/design.v
export SDC_FILE = /design/flow/constraint.sdc
export NUM_CORES = 4
export LEC_CHECK = 1
export CORE_AREA = 10 10 70 70
export DIE_AREA = 0 0 80 80
```
`/design/flow/constraint.sdc`:
```
current_design mealy

set clk_period 1.0
set clk_io_pct 0.2

create_clock -name clk0 -period $clk_period [get_ports {clk}]

set non_clock_inputs [all_inputs -no_clocks]
set_input_delay [expr $clk_period * $clk_io_pct] -clock clk0 $non_clock_inputs
set_output_delay [expr $clk_period * $clk_io_pct] -clock clk0 [all_outputs]
```
`/design/flow/design.v`:
```
module mealy(
    input clk,
    input rst,
    input xin,
    output reg zout
);
    parameter [2:0] s1 = 3'b000,
                    s2 = 3'b001,
                    s3 = 3'b010,
                    s4 = 3'b011;
    reg [2:0] ps, ns;
    always @(posedge clk) begin
        if (rst)
            ps <= s1;
        else
            ps <= ns;
    end
    always @(*) begin
        case (ps)
            s1: if (xin) begin
                    ns = s2;
                    zout = 0;
                end else begin
                    ns = s1;
                    zout = 0;
                end
            s2: if (xin) begin
                    ns = s2;
                    zout = 0;
                end else begin
                    ns = s3;
                    zout = 0;
                end
            s3: if (xin) begin
                    ns = s4;
                    zout = 0;
                end else begin
                    ns = s1;
                    zout = 0;
                end
            s4: if (xin) begin
                    ns = s1;
                    zout = 1;
                end else begin
                    ns = s3;
                    zout = 0;
                end
            default: begin
                ns = s1;
                zout = 0;
            end
        endcase
    end
endmodule
```
==> results_slide.txt <==
Run Summary

Worst setup path
  • Endpoint class of the critical path: output pin
  • Critical path's largest stage delay: 310 ps
  • Crit start category: flip-flop
  • Max Fanout on Critical Path: 2
  • Critical Path AT: 760 ps
  • Kind of critical path: flip-flop to output pin
  • Buffers plus inverters on the worst setup path: 1
  • Largest delay share family, worst path: flip-flops
  • Slowest cell on the critical path: dfxtp_2
  • Worst-path cell chain: and2_4 -> buf_6
  • Req. time, crit path: 800 ps

Floorplanning
  • # IOs: 4
  • Die area: 6400 um^2
  • Chip width: 80 um
  • Number of placement rows: 21
  • DIE HEIGHT: 80 um
  • Floorplan utilization: 4.10%
  • Core outline area: 3420 um^2

Cells and area
  • Number of flip-flops in the largest register: 4
  • Top Registers: ps x4
  • Top Layout Cells: 3 x nor2_1, 3 x clkbuf_4, 3 x buf_4, 3 x dfxtp_1, 2 x nor3b_1
  • Synth-to-layout area growth: 97.3%
  • Non-Filler Instances: 68
  • Ratio of cells with drive above 1 in the final layout: 50.0%
  • Biggest register: ps
  • Fillers: 409

Clocking
  • H-tree Lvls: 1
  • Clock Path Buffers: 2
  • CTS tree: done
  • Clk sink count: 4
  • Worst-path clk slew: 40 ps
  • CTS Buf Count: 3
  • Clock Latency Late Sink: 230 ps
  • Root Driver: clkbuf_4
  • Post-CTS Setup Inserts: 0
  • Hold_buf cts: 0

Final timing
  • Hold Vio Cnt, Final: 0
  • Clk_skew: 5.08 ps
  • Period utilization: 96.4%
  • Final slew viol count: 0
  • Fmax: 1.04 GHz
  • TNS Setup: 0 ps
  • Fin crit period: 964 ps
  • Final setup vio count: 0
  • RSZ-0062 raised after global routing: false
  • Worst Tran Pin Value: 188 ps
  • Slew headroom: 87.4%

Synthesis
  • Synth Area in Simple Gates: 42.9%
  • Yosys cell types: 7
  • Ao+oa area frac: 0%
  • Mapped Area: 140 um^2
  • Synth Warn #: 1
  • Post-synth regs: 4
  • Sequential area share after synthesis: 57.1%
  • Synthesis area per yosys: 140 um^2
  • Yosys adder share: 0%
  • Main logic family after synthesis: simple AND/OR/NAND/NOR gates
  • Post-Syn Instances: 13
  • Ys cells: 13
  • XOR Share, Synth: 0%
  • Post-Syn Area per Cell: 10.8 um^2
  • Fraction of synthesized area in multiplexers: 0%

Drt
  • Met1 wire length: 162 um
  • Detailed-route vias per instance: 1.79
  • Total number of vias: 122
  • TritonRoute pass-1 iters: 2
  • Diode count: 0
  • Highest metal used: met3
  • Initial drt markers: 2
  • Routed len/inst: 5.03 um
  • Routed Antenna Nets: 0
  • DRT Wirelength: 342 um
  • DRC: 0
  • DR WL met2: 97 um
  • Metal3 WL: 82 um

Global route
  • GRT overflow: 0
  • Initial antenna violation count: 0
  • Gr usage total: 1.27%
  • Largest net degree at the start of global routing: 6
  • Vias in the first global route: 139
  • First-pass GRT wire length: 593 um

Pwr
  • Switching share of total power: 19.2%
  • Comb power frac: 7.8%
  • Peak VDD IR: 0.300 mV
  • Share of power burned in registers: 43.5%
  • Leakage power: 0.0982 nW
  • Cell Int Power: 0.320 mW
  • Power density of the placed cells: 1430 nW/um^2
  • P_sw: 0.0759 mW
  • Total Power: 0.396 mW
  • Clock power share: 48.7%

Worst hold path
  • Hold Path Class: input pin to flip-flop

Flow run
  • Max-Cap Viols: 0
  • Total tool warning count: 25

Place
  • IO buf count: 3
  • Placer Congestion: 0.692
  • Dpl cells: 65
  • Detailed placer's ending HPWL: 286 um

Run status
  • Status: finished, final reports clean
==> cells by family after synthesis <==
kind of cell     after synthesis
DFF                            4
and+or+nand+nor                9
==> final cells by class <==
cell class                 instances  area, um^2  area share [%]
multi-input combinational          9        62.6            22.6
timing repair buffer               6        52.6            19.0
clock buffer                       3        22.5            8.14
tap                               46        57.6            20.8
sequential                         4        81.3            29.4
==> path summary, 6_finish.rpt <==
check                             end  slack (ps)  depth (start not counted)  start
worst max-delay path             zout          40                          2  ps[3]
worst min-delay path            ps[1]         440                          3    xin
worst max register to register  ps[0]         190                          3  ps[3]
worst min register to register  ps[0]         490                          2  ps[1]
==> power groups by stage <==
stage                 clock network (mW)  registers [mW]  logic [mW]
final                              0.193           0.172      0.0307
after CTS                          0.202           0.172      0.0303
after global routing               0.220           0.173      0.0331
==> metrics by stage <==
stage	util [%]	setup slack [ps]	hold slack [ps]	instance area (um^2)
floorplan	-	350	276	140
global placement	7.33	-458	457	250
detailed placement	7.33	-467	486	250
CTS	7.91	7.43	422	270
global route	8.10	5.42	433	277
finish	8.10	35.9	438	277
==> Yosys cell counts <==
| cell type | instances | area, um^2 |
|---|---|---|
| and3b_2 | 1 | 10.0 |
| dfxtp_1 | 4 | 80.1 |
| nor4_2 | 1 | 12.5 |
| and2_1 | 1 | 6.26 |
| nor2_1 | 3 | 11.3 |
| nor3b_1 | 2 | 15.0 |
| nor3_1 | 1 | 5.00 |
==> routing by layer <==
metal | vias to the layer above | GRT usage (%)
met2 | 9 | 1.20
met3 | 0 | 1.93
met4 | 0 | 0.176
met5 | - | 0
met1 | 49 | 1.46
li1 | 64 | -
==> timing repair <==
item / in CTS / in global routing
resized: 6 / 1
pin swaps: 0 / 1
setup endpoints to repair: 1 / 1
==> tightest hold or removal path, cell delays in order <==
cell and delay, ps:
dlygate4sd2_1 230, buf_4 140, nor3_1 50
Power is estimated from default activity; no workload was simulated.
