**flow/config.mk**
```make
export PLATFORM = sky130hd
export DESIGN_NAME = moore
export DESIGN_NICKNAME = moore
export VERILOG_FILES = /design/flow/design.v
export SDC_FILE = /design/flow/constraint.sdc
export NUM_CORES = 4
export LEC_CHECK = 1
export CORE_AREA = 10 10 70 70
export DIE_AREA = 0 0 80 80
```
**flow/constraint.sdc**
```tcl
current_design moore

set clk_period 1.0
set clk_io_pct 0.2

create_clock -name clk0 -period $clk_period [get_ports {clk}]

set non_clock_inputs [all_inputs -no_clocks]
set_input_delay [expr $clk_period * $clk_io_pct] -clock clk0 $non_clock_inputs
set_output_delay [expr $clk_period * $clk_io_pct] -clock clk0 [all_outputs]
```
**flow/design.v**
```verilog
module moore(
    input clk,
    input rst,
    input xin,
    output reg zout
);
    parameter [2:0]
        s0 = 3'b000,
        s1 = 3'b001,
        s2 = 3'b010,
        s3 = 3'b011,
        s4 = 3'b100;
    reg [2:0] ps, ns;
    always @(posedge clk) begin
        if (rst)
            ps <= s0;
        else
            ps <= ns;
    end
    always @(*) begin 
        case (ps)
            s0: if (xin) begin
                    ns = s1;
                    zout = 0;
                end else begin
                    ns = s0;
                    zout = 0;
                end
            s1: if (xin) begin
                    ns = s1;
                    zout = 0;
                end else begin
                    ns = s2;
                    zout = 0;
                end
            s2: if (xin) begin
                    ns = s3;
                    zout = 0;
                end else begin
                    ns = s0;
                    zout = 0;
                end
            s3: if (xin) begin
                    ns = s4;
                    zout = 0;
                end else begin
                    ns = s2;
                    zout = 0;
                end
            s4: if (xin) begin
                    ns = s1;
                    zout = 1;
                end else begin
                    ns = s0;
                    zout = 1;
                end
        endcase
    end
endmodule
```
**flow/run.sh**
```bash
#!/bin/bash
# OpenROAD 26Q1-2900-gdf79404cd8, Yosys 0.63+post, stock flow scripts
make -C /OpenROAD-flow-scripts/flow DESIGN_CONFIG=/design/flow/config.mk WORK_HOME=/design/flow/orfs finish
```
==> impl_metrics.toml <==
# flow metrics
[run_status]
status = "finished, final reports clean"

[worst_setup_path]
critPathMaxStageDelay_ns = 0.50
cp.required_ns = 1.12
cp-startpoint = "rst"
path_cells = "clkdlybuf4s50_1 -> nor2b_1"
crit_path_end_kind = "flop"
critPathTopFamily = "buffers and inverters"
worst-path-buf-inv = 1
cpMaxStageDelayCell = "clkdlybuf4s50_1"
path_class = "input port to flop"
worstPathMaxFanout = 3
crit_arrival_ns = 0.75
cp-start-kind = "input port"

[final_timing]
setup_viol = 0
untimed_endpoints = 5
setup-tns-final_ns = 0
unclocked_regs = 4
finalHoldViolCount = 0
drv_slew = 0
fin_crit_ns = 0.634
clock.fmax_mhz = 1580
tightestPinTransition_ns = 0.188
slew_headroom_pct = 87.5
rsz0062_at_grt = "false"
period_used_pct = 63.4

[clock_tree]
cts_buffer_depth = 2
cts_buffers = 3
cts_root_buffer = "clkbuf_4"
cts.reportedPaths.clkPinSlew_ns = 0.04
htreeDepth = 1
cts_tree = "built"
postCtsSetupBuffers = 0
post_cts_resized = 0
hold_buffers = 0

[route]
diodes = 0
avgRoutedWirePerCell_um = 5.51
drt-initial-drc-count = 12
route.antenna.remaining_nets = 0
viasPerCell = 2.13
routed_wirelength_um = 391
dr.pass1.iters = 2
drc = 0
num_vias = 151

[synthesis]
flop_cell = "dlxtn_1"
synthTopCellsByArea = "dlxtn_1 30%, dfxtp_1 30%, nor2b_1 9.4%"
synth_area_um2 = 199
ys_top_cells_by_count = "4 x dlxtn_1, 3 x dfxtp_1, 3 x nor2b_1"
mux_share_pct = 0
synth-edff-count = 0
ys_sh_adder_pct = 0
ys_chip_area_um2 = 199
top_cell_area_share_pct = 30.2
yosysWarnings = 1
ys_types = 10
ys_sh_xor_pct = 0
top_area_cell = "dlxtn_1"
synth-simple-area-share_pct = 29.6
compound_area_share_pct = 10.1
ys_top_logic_family = "simple AND/OR/NAND/NOR gates"
postSynthAreaPerCell_um2 = 11.1
ys_cells = 18
synth_top_cell_by_count = "dlxtn_1"
syn_inst = 18
async_reset_ff_share_pct = 0
numSynthFlops = 7

[layout]
drive_gt1_share_pct = 20.0
utilization_pct = 9.16
area.growth.synth_to_final_pct = 57.2

[worst_hold_path]
min_to = "ps[0]$_SDFF_PP0_"
hp-class = "input port to flop"
whs_path_depth = 2
min-delay-start = "rst"

[floorplanning]
core-area_um2 = 3420
rows = 21
pin_count = 4
fp.dieH_um = 80
fp_util_pct = 5.82
fp.dieW_um = 80
die_area_um2 = 6400

[place]
place.gp.congestion = 0.612
dpl.hpwl_um = 298
port_buffers = 3

[grt]
grt_usage_pct = 1.30
grt_pass1_vias = 177
grt_pass1_wl_um = 683
grt_max_degree = 6
grt.overflow.total = 0
antenna_found_initial = 0

[power_and_ir_drop]
leakage_nw = 0.103
ir_worst_vdd_v = 0.000160
power_density_nw_per_um2 = 1120

[flow_run]
log.warning_count = 25
timing.max_cap.violations = 0
-- layer usage --
| layer | global-route usage (%) | vias to the layer above | wire length (um) |
|---|---|---|---|
| met3 | 0.568 | 0 | 15 |
| met1 | 0.802 | 72 | 133 |
| met4 | 0.880 | 0 | 0 |
| li1 | - | 75 | - |
| met2 | 2.73 | 4 | 241 |
| met5 | 0 | - | 0 |
-- registers in the layout, indices dropped and copies added (netlist names) --
register / cells
ns: 3
ps: 3
zout: 1
-- final cells by class --
cell class / count / area (um2)
fillers: 399 / 3100
flip-flops and latches: 7 / 120
multi-input cells: 11 / 78.8
well taps: 46 / 57.6
repair buffers: 3 / 30.0
clock buffers: 4 / 26.3
-- worst max-delay path by stage --
stage                               to  slack, ns  cells past startpoint
after CTS             ps[1]$_SDFF_PP0_       0.37                      2
after global routing  ps[2]$_SDFF_PP0_       0.34                      2
final                 ps[1]$_SDFF_PP0_       0.37                      2
-- cell families (layout without fill, tap and decap cells) --
kind of cell	count (synthesis)	in the layout
and+or+nand+nor	8	8
latches	4	4
AOI/OAI and AO/OA	3	3
DFF	3	3
buffers and inverters	0	7
-- cell usage in the layout, fill, tap and decap left out, types with 2 or more instances in the layout --
| cell type | instances |
|---|---|
| nor2b_1 | 3 |
| dlxtn_1 | 4 |
| dfxtp_1 | 3 |
| o21a_1 | 2 |
| clkdlybuf4s50_1 | 3 |
| clkbuf_4 | 3 |
-- power by group --
part	internal [W]	total, W	leakage (nW)	switching [W]
combinational	0.0000109	0.0000154	0.0325	0.00000443
sequential	0.000123	0.000124	0.0557	0.00000177
clock	0.000149	0.000210	0.0150	0.0000608
total	0.000283	0.000350	0.103	0.0000670
-- metrics by stage --
| step | instance area [um2] | std cells | total power [W] | setup WS [ns] | hold slack, ns |
|---|---|---|---|---|---|
| after floorplan | 199 | 18 | 0.000131 | 0.664 | 0.272 |
| after global placement | 287 | 67 | 0.000141 | 0.138 | 0.787 |
| after detailed placement | 287 | 67 | 0.000142 | 0.132 | 0.789 |
| after CTS | 313 | 71 | 0.000358 | 0.371 | 0.545 |
| after global routing | 313 | 71 | 0.000375 | 0.340 | 0.567 |
| final | 313 | 71 | 0.000350 | 0.366 | 0.553 |
No activity file was given, so power comes from the tool's default toggle rates.
